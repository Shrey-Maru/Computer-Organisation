## /design/flow/config.mk

```make
export PLATFORM = sky130hd
export DESIGN_NAME = mux_4to1
export DESIGN_NICKNAME = mux_4to1
export VERILOG_FILES = /design/flow/design.v
export SDC_FILE = /design/flow/constraint.sdc
export NUM_CORES = 4
export LEC_CHECK = 1
export CORE_AREA = 10 10 84 84
export DIE_AREA = 0 0 94 94
```

## /design/flow/constraint.sdc

```tcl
current_design mux_4to1

set clk_period 1.5
set clk_io_pct 0.2

create_clock -name clk0 -period $clk_period

set non_clock_inputs [all_inputs -no_clocks]
set_input_delay [expr $clk_period * $clk_io_pct] -clock clk0 $non_clock_inputs
set_output_delay [expr $clk_period * $clk_io_pct] -clock clk0 [all_outputs]
```

## /design/flow/design.v

```verilog
module mux_4to1(a,b,c,d,s0,s1,Y);
input [31:0] a,b,c,d;
input s0,s1;
output reg [31:0] Y;
reg [1:0] s;
always @(*) begin
    s = {s1,s0};
    case (s)
    2'b00 : Y = a;
    2'b01 : Y = b;
    2'b10 : Y = c;
    2'b11 : Y = d;
    endcase
end
endmodule
module tb();
reg [31:0] a,b,c,d;
reg s0,s1;
wire [31:0] out;
mux_4to1 m1(a,b,c,d,s0,s1,out);
initial begin
a=16778;b=2;c=3;d=4; s1 = 0; s0 = 0;
#10;
$display("A=%b B=%b C=%b D=%b Y=%b",a,b,c,d,out);
a=1;b=2;c=3;d=4; s1 = 0; s0 = 1;
#10;
$display("A=%b B=%b C=%b D=%b Y=%b",a,b,c,d,out);
a=1;b=2;c=3458578;d=4; s1 = 1; s0 = 0;
#10;
$display("A=%b B=%b C=%b D=%b Y=%b",a,b,c,d,out);
a=1;b=2;c=3;d=4; s1 = 1; s0 = 1;
#10;
$display("A=%b B=%b C=%b D=%b Y=%b",a,b,c,d,out);
end
endmodule
```

## /design/flow/run.sh

```bash
#!/bin/bash
# OpenROAD 26Q1-2900-gdf79404cd8, Yosys 0.63+post, stock flow scripts
make -C /OpenROAD-flow-scripts/flow DESIGN_CONFIG=/design/flow/config.mk WORK_HOME=/design/flow/orfs finish
```

==> results.toml <==
# implementation run metrics
[synth]
ys_chip_area_sq_um = 814.5
synth_area_sq_um = 814.5
postSynthSeqShare_pct = 0
syn_avg_cell_area_sq_um = 20.89
yosysWarnings = 1
synth_cells = 39
synth_cell_type_count = 5
yosysCellCount = 39

[timing]
setup_tns_ns = -0.08907
period_minus_slack_ns = 1.560
finalCritPeriodShare_pct = 104.0
setup_violations = 2
maxSlewHeadroom_pct = 91.49
setup_ws_ns = -0.06031
worst_pin_slew_ns = 0.1276
rsz0062_at_grt = "true"
maxSlewViolCount = 0
hold_viol_final = 0
fmax_mhz = 640.9

[floorplanning]
io_pins = 162
fp.dieW_microns = 94
fp-row-count = 26
die_area_sq_mm = 0.008836
fp_util_pct = 15.65
fp.dieH_microns = 94
core-area_sq_mm = 0.005205

[placed_design]
port_buffers = 162
gp_congestion = 0.8120
dp_hpwl_mm = 5.208

[power]
p_leak_uw = 0.001128
power_density_mw_per_mm2 = 243.9
ir_drop_mv = 0.1099
power_uw = 571.3

[routing]
wire_per_inst_microns = 21.93
route.vias.total = 1230
drc = 0
viasPerCell = 4.473
ant_nets = 0
firstDrtPassIters = 4
totalWireLength_mm = 6.030
drt_iter0_markers = 16

[critical_path]
cp_slowest_stage_delay_ns = 0.54
arrival_ns = 1.26
cp.required_ns = 1.20
critPathLaunchType = "input pin"
critical_path_class = "input pin to output port"
crit_fanout = 6
critPathCaptureType = "output port"
cp_slowest_cell = "mux4_2"
path_buffers = 3
path_cells = "buf_16 > buf_12 > mux4_2 > buf_2"
cpLargestDelayFamily = "multiplexers"

[outcome]
violations = "setup timing"
status = "complete, but fails checks"

[finish]
seq_cells = 0
nClkBuffers = 0
mostFrequentLayoutCell = "dlygate4sd2_1"
regArea_sq_um = 0
lay_top_cells = "dlygate4sd2_1, buf_2, mux4_2, buf_16, buf_12"
final_core_util_pct = 45.00
synthToLayoutAreaGrowth_pct = 187.6
drive_gt1_share_pct = 37.25

[job]
maxCapViolCount = 0
log.warning_count = 34

[clock_tree]
cts_hold_buf = 0

[global_routing]
grt_max_degree = 12
grt_use_total_pct = 13.27
first_global_vias = 1517
overflow = 0
grt_pass1_wl_mm = 8.838
antenna_found_initial = 1

[hold_path]
hold_path_class = "input pin to output port"
[per-layer routing]
metal | GRT usage [%] | vias up | part of all wire (%)
met2 | 24.08 | 102 | 53
li1 | - | 542 | -
met1 | 14.83 | 586 | 35
met4 | 0 | 0 | 0
met3 | 5.977 | 0 | 13
met5 | 0 | - | 0
[cell type report]
class                           instances  area, sq um
Fill cell                             547         2863
Multi-Input combinational cell         32        720.7
Antenna cell                            1        2.502
Timing Repair Buffer                  172         1531
Tap cell                               70        87.58
[cells in the mapped netlist, drive strengths merged]
master / count / area share (%)
buf: 7 / 11
mux4: 32 / 89
[logic make-up after synthesis]
logic type  after synthesis  share of synthesized area (%)
mux                      32                          89.40
buf+inv                   7                          10.60
[where the power goes]
| group | total (uW) | internal, uW | leakage (uW) | switching, uW |
|---|---|---|---|---|
| clock | 0.0000891 | 0.0000891 | 0.00000000634 | 0 |
| sequential | 0 | 0 | 0 | 0 |
| combinational | 571 | 422 | 0.00113 | 149 |
| total | 571 | 422 | 0.00113 | 149 |
[through the flow]
step | setup slack (ns) | cell area, sq um | hold WS, ns | std cells
floorplan | 0.1827 | 814.5 | 0.6864 | 39
global placement | -0.6386 | 2507 | 1.605 | 269
detailed placement | -0.6753 | 2507 | 1.607 | 269
CTS | -0.06525 | 2340 | 1.085 | 274
global route | -0.07966 | 2342 | 1.099 | 275
finish | -0.06031 | 2342 | 1.082 | 275
[what timing repair did]
action	CTS	global route
resized	241	0
gates cloned	5	0
endpoints found under the setup margin	32	32
buffers inserted	0	0
[worst paths after layout]
kind              slack (ns)  endpoint  cells after the start  from
setup / recovery       -0.06      Y[2]                      4    s0
hold / removal          1.08      Y[4]                      3  d[4]
Power figures rest on the tool's default switching activity, not on a simulated workload.
